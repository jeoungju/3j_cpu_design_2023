**./config.mk**
```make
export PLATFORM = sky130hd
export DESIGN_NAME = register_file
export DESIGN_NICKNAME = register_file
export VERILOG_FILES = /design/flow/design.v
export SDC_FILE = /design/flow/constraint.sdc
export NUM_CORES = 4
export LEC_CHECK = 1
export CORE_UTILIZATION = 40
```
**./constraint.sdc**
```tcl
current_design register_file

set clk_period 9.9
set clk_io_pct 0.2

create_clock -name clk0 -period $clk_period [get_ports {clk}]

set non_clock_inputs [all_inputs -no_clocks]
set_input_delay [expr $clk_period * $clk_io_pct] -clock clk0 $non_clock_inputs
set_output_delay [expr $clk_period * $clk_io_pct] -clock clk0 [all_outputs]
```
**./design.v**
```verilog
`timescale 1ns/100ps
module register_file(
	clk,
	rs1,
	rs2,
	write_enable,
	rd,
	rd_data,
	rs1_data,
	rs2_data
);
	input clk, write_enable;
	input [4:0] rs1, rs2, rd;
	input [31:0] rd_data;
	output [31:0] rs1_data, rs2_data;
	reg [31:0] mem[31:0];
	integer i;
	initial
	begin
		for (i=0;i<32;i=i+1) begin
			mem[i] = 32'h0000_0000;
		end
	end
	always@(posedge clk) begin
		if (write_enable) begin
			mem[rd] <= rd_data;
		end
	end
	assign rs1_data = (rs1 == 5'h0) ? 32'h0 : mem[rs1];
	assign rs2_data = (rs2 == 5'h0) ? 32'h0 : mem[rs2];
endmodule
```
**./run.sh**
```bash
#!/bin/bash
# OpenROAD 26Q1-2900-gdf79404cd8, Yosys 0.63+post, stock flow scripts
make -C /OpenROAD-flow-scripts/flow DESIGN_CONFIG=/design/flow/config.mk WORK_HOME=/design/flow/orfs finish
```
==> flow_summary.ini <==
; generated from flow reports
[synthesis]
ys.flops = 1024
synth_area_um2 = 47000
yosys.area.top_type = edfxtp_1
synth_cell_types = 40
syn_inst = 2400
yosysTopAreaCellShare_pct = 65.5
ys.flop_type = edfxtp_1
edf_count = 1024
ys_area_um2 = 47000
ys_seq_share_pct = 65.5
synth.avg_cell_area_um2 = 19.6
synth.area.top_cells = edfxtp_1 65%, mux4_2 20%, mux2i_1 3.9%
ys_warn_count = 1
async_flop_share_pct = 0
ys_cells = 2400

[clocking]
postCtsResizedCells = 0
clk_pin_slew_worst_paths_ns = 0.06
cts_root_buffer = clkbuf_16
cts_sinks = 1024
numCtsBuffers = 104
cts.htree.levels = 3
postCtsHoldBufs = 0
cts_buffer_depth = 3
tritoncts = done
postCtsSetupRepairBufs = 0

[cells_and_area]
layout_top_cells = 1024 x edfxtp_1, 425 x mux4_2, 183 x mux2i_1
lay_top_count = edfxtp_1
largest_reg_flops = 1024
drive_above_1_share_pct = 29.0
reg_top3 = mem: 1024 flops
layout.cells.non_filler = 4156
top_register = mem
syn2layout_area_growth_pct = 14.5
utilization_pct = 46.2

[floorplan]
chip_area_um2 = 119000
rows = 125
die_width_um = 345
io_pins = 113
die_y_um = 345
fp-utilization_pct = 40.4
core-area_um2 = 116000

[timing]
rsz0062_at_grt = no
setup_tns_ns = 0
hold_slack_ns = 2.13
slew_headroom_pct = 22.2
worstMarginPinSlew_ns = 1.16
setup_viol = 0
finalCritPeriodShare_pct = 80.7
maxSlewViolCount = 0
min_period_ns = 7.99
fmax_ghz = 0.125
hold_viol = 0

[setup_path]
timing.critical_path.arrival_ns = 6.01
crit_path_start = rs2[3]
path_class = in2out
endpoint_kind = output pin
crit_required_ns = 7.92
cp-start-kind = input pin
critPathCapture = rs2_data[18]
worst-path-max-fanout = 31

[drt]
dr_total_vias = 26600
wl_per_cell_um = 35.3
antenna_left = 0
dr.first_iter.drc_count = 1605
drc_errors = 0
vias_per_cell = 6.40
dr.pass1.iters = 5
wl_um = 147000

[power_and_ir_drop]
pwr-share-clk_pct = 41.0
netSwitchingPower_mw = 2.18
power_frac_comb_pct = 9.0
p_leak_nw = 17.1
p_sw_share_pct = 22.5
ir_drop_uv = 157
p_int_mw = 7.51
seqPwrFrac_pct = 50.0
p_per_area_nw_per_um2 = 180
totalPowerFinal_mw = 9.69

[global_route]
first_global_vias = 29900
gr-total-overflow = 0
antenna_found_initial = 10
gr-usage-all-layers_pct = 27.5
grt_max_degree = 107
grt_first_pass_wirelength_um = 210000

[outcome]
status = finished clean

[placement]
place_hpwl_um = 88100
dpl.cell_count = 3957
portBuffers = 112
gp_congestion = 0.893

[job]
tool_warnings = 29
maxCapViolCount = 0

[worst_hold_path]
hold_class = in2reg
final cells by class:
type	count	area [um2]
diodes	4	10.0
clock buffers	127	2800
clock inverters	68	659
fillers	9311	62600
inverters	25	96.3
multi-input cells	1150	15400
flip-flops and latches	1024	30700
well taps	1524	1910
repair buffers	234	2150
Yosys cell counts, types with 25 or more instances:
master,n
nand2_1,65
nor2_1,35
nor3_1,32
clkbuf_1,104
mux2i_1,183
a22o_1,62
edfxtp_1,1024
a211oi_1,47
mux4_2,425
buf_2,58
a2111oi_0,31
o221ai_1,31
o22ai_1,55
inv_1,25
a21oi_1,46
metal layers:
| metal | part of all wire, % | track usage [%] | routed length [um] | vias to the layer above |
|---|---|---|---|---|
| li1 | - | - | - | 10700 |
| met1 | 30 | 30.1 | 43800 | 13400 |
| met2 | 46 | 39.4 | 67600 | 2179 |
| met3 | 21 | 24.7 | 30100 | 296 |
| met4 | 3.0 | 6.97 | 4390 | 23 |
| met5 | 0.47 | 3.85 | 689 | - |
metrics by stage:
step | area (um2) | setup slack, ns
finish | 53800 | 1.91
global route | 53800 | 1.82
CTS | 53800 | 2.07
detailed placement | 50300 | 2.07
global placement | 50300 | 2.12
floorplan | 47000 | 4.37
kinds of logic after synthesis:
family	Yosys count	synth area share (%)
buf+inv	226	2.31
mux	632	24.9
compound gates	331	5.41
simple gates	187	1.94
flops	1024	65.5
worst min path at each step:
stage                 end  slack [ns]  depth (start not counted)   startpoint
CTS           mem[29][27]        2.10                          2  rd_data[27]
global route  mem[14][16]        2.14                          2  rd_data[16]
finish          mem[2][7]        2.13                          2   rd_data[7]
power by group through the flow:
stage	logic, mW	clock network (mW)	registers, mW
6_report	0.872	3.97	4.85
4_1_cts	0.868	4.03	4.85
5_1_grt	0.924	4.19	4.85
critical path: stages:
cell and delay (ns):
clkdlybuf4s50_1 0.93, nor2b_4 0.68, buf_4 0.62, a22o_1 0.22, a211oi_1 0.05, nor3_1 0.85
clkdlybuf4s50_1 0.63
No activity file was given, so power comes from the tool's default toggle rates.
