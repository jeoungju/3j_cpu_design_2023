--- ./config.mk ---
export PLATFORM = sky130hd
export DESIGN_NAME = regfile
export DESIGN_NICKNAME = regfile
export VERILOG_FILES = /design/flow/design.v
export SDC_FILE = /design/flow/constraint.sdc
export NUM_CORES = 4
export LEC_CHECK = 1
export CORE_UTILIZATION = 50
--- ./constraint.sdc ---
current_design regfile

set clk_period 5.9
set clk_io_pct 0.2

create_clock -name clk0 -period $clk_period [get_ports {clk}]

set non_clock_inputs [all_inputs -no_clocks]
set_input_delay [expr $clk_period * $clk_io_pct] -clock clk0 $non_clock_inputs
set_output_delay [expr $clk_period * $clk_io_pct] -clock clk0 [all_outputs]
--- ./design.v ---
module regfile(
    clk,
    rs1,
    rs2,
    write_enable,
    rd,
    rd_data,
    rs1_data,
    rs2_data
);
    input clk, write_enable;
    input [4:0] rs1, rs2, rd;
    input [31:0] rd_data;
    output [31:0] rs1_data, rs2_data;
    reg [31:0] x[31:0];
    always@(posedge clk) begin
        if (write_enable) begin
            x[rd] <= rd_data;
        end
    end
    assign rs1_data = (rs1 == 5'h0) ? 32'h0 : x[rs1];
    assign rs2_data = (rs2 == 5'h0) ? 32'h0 : x[rs2];
endmodule
--- ./run.sh ---
#!/bin/bash
# OpenROAD 26Q1-2900-gdf79404cd8, Yosys 0.63+post, stock flow scripts
make -C /OpenROAD-flow-scripts/flow DESIGN_CONFIG=/design/flow/config.mk WORK_HOME=/design/flow/orfs finish
==> impl_metrics.toml <==
# synthesis and place-and-route metrics
[status]
status = "finished clean"

[floorplanning]
die_w_um = 308
io_pins = 113
die_h_um = 308
die_area_um2 = 95200
initCoreUtil = 0.504
core_um2 = 93200
rows = 112

[detailed_routing]
wl_per_cell_um = 37.9
drc_errors = 0
routed_wl_um = 150000
viasPerCell = 6.79
drt_iter0_drc = 1626
ant_nets = 0
dr.pass1.iters = 5
vias = 26900

[logic_synthesis]
synthesis.area_um2 = 47000
ys_cells = 2400
synth_cell_types = 40
async_flop_share = 0
edf_count = 1024
ff_type = "edfxtp_1"
synth_chip_area_um2 = 47000
ys_seq_frac = 0.655
avgSynthCellArea_um2 = 19.6
yosys_warnings = 1
ys.flops = 1024
synth_cells = 2400

[timing]
fin_crit_sh = 0.979
period_needed_ns = 5.78
setup_violations = 0
fin_tns_setup_ns = 0
max_slew_margin = 0.346
finalHoldViolations = 0
tightest_slew_ns = 0.956
finalMaxSlewViolations = 0
fmaxAchievable_mhz = 173
rsz0062_at_grt = "no"

[setup_path]
worst_setup_path_start_kind = "input port"
cp_data_arrival_time_ns = 4.60
critPathKind = "input port to primary output"
crit_path_end_kind = "primary output"
worstPathRequired_ns = 4.72
worstPathMaxFanout = 16

[pwr]
power_density_nw_per_um2 = 302
vdd_ir_drop_max_mv = 0.279
p_leak_nw = 17.6
p_total_mw = 16.4

[cells_and_area]
syn2layout_area_growth_pct = 15.7
mostFrequentLayoutCell = "edfxtp_1"
final_cell_mix = "1024 x edfxtp_1, 425 x mux4_2, 183 x mux2i_1"
largest_register = "x"
reg.largest.list = "x: 1024 flops"
final_core_util = 0.583
largest_reg_flops = 1024
final_cells = 3965
finalInstanceArea_um2 = 54300
layout-drive-gt1-share = 0.311

[placed_design]
place_area_um2 = 50800
place.gp.congestion = 0.933
dp.cells = 3767
dp_hpwl_um = 91000
port_buffers = 112

[clock_network]
cts_tree = "done"
cts_root_buffer = "clkbuf_16"
h-tree-depth = 3
clk_path_buf_depth = 3
cts_buffers = 107
clock_sinks = 1024
cts.clk_slew.worst_paths_ns = 0.06
cts_hold_buf = 0

[worst_hold_path]
hold_path_class = "input port to register"

[global_routing]
antenna_found_initial = 4
grt_max_degree = 75
grt_use_total = 0.366
globalRoute.totalOverflow = 0
grt_pass1_wl_um = 214000
grt_pass1_vias = 30500

[job]
warnings = 26
max_cap_viol_count = 0
==> per-layer routing <==
metal / GRT usage / wire length [um]
met5: 0.0693 / 1090
met4: 0.0876 / 5120
met3: 0.333 / 31600
met2: 0.499 / 67800
met1: 0.435 / 44600
==> cell families (layout without fill, tap and decap cells) <==
| logic type | Yosys count | in the layout | synth area share |
|---|---|---|---|
| compound gates | 331 | 331 | 0.0541 |
| buf+inv | 226 | 535 | 0.0231 |
| flops | 1024 | 1024 | 0.655 |
| mux | 632 | 632 | 0.249 |
| other cells | 0 | 2 | 0 |
| simple gates | 187 | 187 | 0.0194 |
==> power breakdown <==
group / internal [mW] / switching (mW) / total (mW) / leakage [nW]
clock: 3.93 / 2.81 / 6.74 / 1.69
sequential: 8.10 / 0.0355 / 8.13 / 9.22
combinational: 0.674 / 0.880 / 1.55 / 6.70
total: 12.7 / 3.73 / 16.4 / 17.6
==> path summary, 6_finish.rpt <==
check | start | to | slack (ns) | depth (start not counted)
hold / removal | rd_data[25] | x[9][25]$_DFFE_PP_ | 1.31 | 2
setup / recovery | rs2[3] | rs2_data[28] | 0.12 | 8
==> metrics by stage <==
stage	setup WS (ns)	hold WS (ns)
6_report	0.124	1.31
5_1_grt	0.0929	1.35
4_1_cts	0.0239	1.29
3_5_place_dp	0.0354	2.01
3_3_place_gp	-0.207	2.00
2_1_floorplan	1.97	1.28
==> critical path, cell delays in order <==
cell             delay, ns
clkdlybuf4s50_1       0.72
or3_2                 0.62
buf_4                 0.35
o22ai_1               0.09
a2111oi_1             0.84
nor3_1                0.14
buf_4                 0.22
clkdlybuf4s50_1       0.43
==> Yosys cell counts (all sizes together), types with 2 or more instances <==
library cell,instances,area [um^2]
a221oi,23,201
nor3,33,170
a32o,9,90.1
a21oi,46,230
edfxtp,1024,30700
nand3,4,20.0
nand2,65,244
mux2i,183,1830
nor2,35,131
or3b,5,43.8
mux2,24,270
a22o,62,543
nor4,9,56.3
buf,97,602
mux4,425,9570
clkbuf,104,390
a211o,23,201
nand2b,3,18.8
a2111oi,31,272
and2,13,81.3
o22ai,55,344
or3,2,12.5
nor2b,8,50.1
nand3b,7,52.6
inv,25,93.8
a211oi,47,353
o221ai,31,272
==> repair_timing <==
item | in CTS | in global routing
setup endpoints to repair | 0 | 3
buffers inserted | 0 | 0
resized | 0 | 3
==> layout make-up <==
class,instances,area [um^2]
Clock buffer,122,2780
Fill cell,6628,38800
Sequential cell,1024,30700
Clock inverter,74,719
Tap cell,1254,1570
Multi-Input combinational cell,1150,15400
Inverter,25,96.3
Antenna cell,2,5.00
Timing Repair Buffer,314,3010
Power is estimated from default activity; no workload was simulated.
