`./design.v`:
```
`timescale 1ns/1ns
module GPIO (
  input clk,
  input reset,
  input CS_N,
  input RD_N,
  input WR_N,
  input       [11:0]  Addr,
  input       [31:0]  DataIn,
  output reg  [31:0]  DataOut,
  input       [2:1]	  BUTTON,
  input       [9:0]   SW,
  output      [6:0]	  o_HEX3,
  output      [6:0]	  o_HEX2,
  output      [6:0]	  o_HEX1,
  output      [6:0]	  o_HEX0,
  output      [9:0]	  LEDG,
  output              Intr
);
	wire 	 [6:0] HEX0;
	wire 	 [6:0] HEX1;
	wire 	 [6:0] HEX2;
	wire 	 [6:0] HEX3;
	wire 	 [3:0] seg0;	
	wire 	 [3:0] seg1;	
	wire 	 [3:0] seg2;	
	wire 	 [3:0] seg3;	
	wire 	 [6:0] seg0_tmp;	
	wire 	 [6:0] seg1_tmp;	
	wire 	 [6:0] seg2_tmp;	
	wire 	 [6:0] seg3_tmp;	
	assign seg0_tmp = HEX0;
	assign seg1_tmp = HEX1;
	assign seg2_tmp = HEX2;
	assign seg3_tmp = HEX3;
	assign seg0 = seg0_tmp[3:0];
	assign seg1 = seg1_tmp[3:0];
	assign seg2 = seg2_tmp[3:0];
	assign seg3 = seg3_tmp[3:0];
	SEG7_LUT u0_SEG7_LUT(
		.idata(seg0),
	 	.oSEG(o_HEX0)
	);
	SEG7_LUT u1_SEG7_LUT(
		.idata(seg1),
		.oSEG(o_HEX1)
	);
	SEG7_LUT u2_SEG7_LUT(
		.idata(seg2),
		.oSEG(o_HEX2)
	);
	SEG7_LUT u3_SEG7_LUT(
		.idata(seg3),
		.oSEG(o_HEX3)
	);
  reg [31:0] SW_StatusR;
  reg [31:0] BUTTON_StatusR;
  reg [31:0] LEDG_R;
  reg [31:0] HEX0_R;
  reg [31:0] HEX1_R;
  reg [31:0] HEX2_R;
  reg [31:0] HEX3_R;
  wire button1_pressed;
  wire button2_pressed;
  wire sw0_flipped;
  wire sw1_flipped;
  wire sw2_flipped;
  wire sw3_flipped;
  wire sw4_flipped;
  wire sw5_flipped;
  wire sw6_flipped;
  wire sw7_flipped;
  wire sw8_flipped;
  wire sw9_flipped;
   pulse_gen  button1 (clk, reset, BUTTON[1], button1_pressed);
   pulse_gen  button2 (clk, reset, BUTTON[2], button2_pressed);
   pulse_gen  sw0  (clk, reset, ~SW[0],  sw0_flipped);
   pulse_gen  sw1  (clk, reset, ~SW[1],  sw1_flipped);
   pulse_gen  sw2  (clk, reset, ~SW[2],  sw2_flipped);
   pulse_gen  sw3  (clk, reset, ~SW[3],  sw3_flipped);
   pulse_gen  sw4  (clk, reset, ~SW[4],  sw4_flipped);
   pulse_gen  sw5  (clk, reset, ~SW[5],  sw5_flipped);
   pulse_gen  sw6  (clk, reset, ~SW[6],  sw6_flipped);
   pulse_gen  sw7  (clk, reset, ~SW[7],  sw7_flipped);
   pulse_gen  sw8  (clk, reset, ~SW[8],  sw8_flipped);
   pulse_gen  sw9  (clk, reset, ~SW[9],  sw9_flipped);
  always @(posedge clk)
  begin
    if(reset)    BUTTON_StatusR  <= 0;
    else
    begin
      if (~CS_N && ~RD_N && Addr[11:0] == 12'h000)
          BUTTON_StatusR  <= 0;
      else
      begin
         if(button1_pressed)   BUTTON_StatusR[1] <= 1'b1;
         if(button2_pressed)   BUTTON_StatusR[2] <= 1'b1;
      end
    end
  end
  always @(posedge clk)
  begin
    if(reset)   SW_StatusR   <= 0;
    else
    begin
      if (~CS_N && ~RD_N && Addr[11:0] == 12'h004)
          SW_StatusR  <= 0;
      else
      begin
           if(sw0_flipped)         SW_StatusR[0] <= 1'b1;
           if(sw1_flipped)         SW_StatusR[1] <= 1'b1;
           if(sw2_flipped)         SW_StatusR[2] <= 1'b1;
           if(sw3_flipped)         SW_StatusR[3] <= 1'b1;
           if(sw4_flipped)         SW_StatusR[4] <= 1'b1;
           if(sw5_flipped)         SW_StatusR[5] <= 1'b1;
           if(sw6_flipped)         SW_StatusR[6] <= 1'b1;
           if(sw7_flipped)         SW_StatusR[7] <= 1'b1;
           if(sw8_flipped)         SW_StatusR[8] <= 1'b1;
           if(sw9_flipped)         SW_StatusR[9] <= 1'b1;
      end
    end
  end
  always @(*)
  begin
      if (~CS_N && ~RD_N) 
      begin
        if      (Addr[11:0] == 12'h000) DataOut = BUTTON_StatusR;
        else if (Addr[11:0] == 12'h004) DataOut = SW_StatusR;
        else                            DataOut = 32'b0;
      end
      else                              DataOut = 32'b0;
  end
  always @(posedge clk)
  begin
    if(reset)
    begin                                        
        LEDG_R[9:0]	<= 10'h3FF;
        HEX0_R 		<= 7'b1111111;
        HEX1_R 		<= 7'b1111111;
        HEX2_R 		<= 7'b1111111;
        HEX3_R 		<= 7'b1111111;
    end
    else if(~CS_N && ~WR_N) 
    begin
      if       (Addr[11:0] == 12'h008)  LEDG_R  <= DataIn;
      else if  (Addr[11:0] == 12'h00C)  HEX0_R  <= DataIn;		   
		  else if  (Addr[11:0] == 12'h010)  HEX1_R  <= DataIn;
		  else if  (Addr[11:0] == 12'h014)  HEX2_R  <= DataIn;
		  else if  (Addr[11:0] == 12'h018)  HEX3_R  <= DataIn;
    end
  end         
	assign LEDG[9:0]  = LEDG_R[9:0];
	assign HEX0       = HEX0_R[6:0];
	assign HEX1       = HEX1_R[6:0];
	assign HEX2       = HEX2_R[6:0];
	assign HEX3       = HEX3_R[6:0];
	assign Intr = ~((|BUTTON_StatusR[2:0]) || (|SW_StatusR[9:0])); 
endmodule
module pulse_gen(input clk, input reset, input signal, output pulse);
			reg [3:0] c_state;
			reg [3:0] n_state;
			parameter  S0  =  4'b0000;
			parameter  S1  =  4'b0001;
			parameter  S2  =  4'b0010;
			parameter  S3  =  4'b0011;
			parameter  S4  =  4'b0100;
			parameter  S5  =  4'b0101;
			parameter  S6  =  4'b0110;
			parameter  S7  =  4'b0111;
			parameter  S8  =  4'b1000;
			parameter  S9  =  4'b1001;
			parameter  S10 =  4'b1010;
			parameter  S11 =  4'b1011;
			parameter  S12 =  4'b1100;
			parameter  S13 =  4'b1101;
			parameter  S14 =  4'b1110;
			parameter  S15 =  4'b1111;
			always@ (posedge clk)  
			begin
				if(reset)	c_state <= S0;
				else			c_state <= n_state;
			end
			always@(*)  
			begin
			case(c_state)
			S0 : 	if(~signal)	n_state = S1;
				 	else	      n_state = S0;
			S1 : 	if(~signal) n_state = S2;
				 	else 			n_state = S0;
			S2 : 	if(~signal)	n_state = S3;
				 	else			n_state = S0;
			S3 : 	if(~signal) n_state = S4;
					else			n_state = S0;
			S4 : 	if(~signal)	n_state = S5;
					else			n_state = S0;
			S5 : 	if(~signal) n_state = S6;
					else			n_state = S0;
			S6 : 	if(~signal)	n_state = S7;
					else			n_state = S0;
			S7 : 	if(~signal) n_state = S8;
					else			n_state = S0;
			S8 :	if(~signal)	n_state = S9;
					else			n_state = S0;
			S9 : 	if(~signal)	n_state = S10;
					else			n_state = S0;
			S10: 	if(~signal)	n_state = S11;
					else			n_state = S0;
			S11: 	if(~signal)	n_state = S12;
					else			n_state = S0;
			S12:	if(~signal) n_state = S13;
					else 			n_state = S0;
			S13: 	if(~signal) n_state = S14;
		 			else			n_state = S0;
			S14:	if(~signal) n_state = S15;
					else			n_state = S0;
			S15: 	if(signal)	n_state = S0;
		 			else			n_state = S15;
			default:       	n_state = S0;
			endcase
      end
		assign  pulse = (c_state == S14);
endmodule
module SEG7_LUT	(
    idata, 
    oSEG
);
input	      [3:0]	idata;
output	reg [6:0]	oSEG;
always @(*)
begin
		case(idata)
		4'h1: oSEG = 7'b1111001;	
		4'h2: oSEG = 7'b0100100;  
		4'h3: oSEG = 7'b0110000;  
		4'h4: oSEG = 7'b0011001; 	
		4'h5: oSEG = 7'b0010010; 
		4'h6: oSEG = 7'b0000010; 	
		4'h7: oSEG = 7'b1111000; 	
		4'h8: oSEG = 7'b0000000; 	
		4'h9: oSEG = 7'b0011000; 	
		4'ha: oSEG = 7'b0001000;   
		4'hb: oSEG = 7'b0000011;   
		4'hc: oSEG = 7'b1000110;   
		4'hd: oSEG = 7'b0100001;   
		4'he: oSEG = 7'b0000110;   
		4'hf: oSEG = 7'b0001110;   
		4'h0: oSEG = 7'b1000000;   
		endcase
end
endmodule
```
`./run.sh`:
```
#!/bin/bash
# OpenROAD 26Q1-2900-gdf79404cd8, Yosys 0.63+post, stock flow scripts
make -C /OpenROAD-flow-scripts/flow DESIGN_CONFIG=/design/flow/config.mk WORK_HOME=/design/flow/orfs finish
```
`./config.mk`:
```
export PLATFORM = sky130hd
export DESIGN_NAME = GPIO
export DESIGN_NICKNAME = GPIO
export VERILOG_FILES = /design/flow/design.v
export SDC_FILE = /design/flow/constraint.sdc
export NUM_CORES = 4
export LEC_CHECK = 1
export CORE_UTILIZATION = 50
```
`./constraint.sdc`:
```
current_design GPIO

set clk_period 3.9
set clk_io_pct 0.2

create_clock -name clk0 -period $clk_period [get_ports {clk}]

set non_clock_inputs [all_inputs -no_clocks]
set_input_delay [expr $clk_period * $clk_io_pct] -clock clk0 $non_clock_inputs
set_output_delay [expr $clk_period * $clk_io_pct] -clock clk0 [all_outputs]
```
==> results.cfg <==
; flow metrics
[global_route]
grt_pass1_vias = 4964
grtUsageTotal_pct = 17.1
antenna_found_initial = 0
grt_overflow = 0
grt_start_max_net_pins = 26
grt_pass1_wl_um = 23600

[worst_setup_path]
crit_arrival_ns = 2.89
start_kind = input pin
rrSetupSlack_ns = 2.13
cp-end-kind = output port
crit_family = simple AND/OR/NAND/NOR gates
cpMostUsedCell = clkdlybuf4s50_1
cp.required_ns = 3.12
worstReg2RegEnd = o_HEX0[5]$_DFF_P_
r2r_start = HEX0_R[0]$_SDFFE_PP1P_
critPathMaxFanout = 11
r2r_cells = 7
crit_slowest_cell = clkdlybuf4s50_1
path_buffers = 2
crit_chain = clkdlybuf4s50_1 -> nor3_4 -> nand4_4 -> nor2_1 -> and3_2 -> a22o_1 -> clkdlybuf4s50_1
crit_type = input pin to output port
max_stage_delay_ns = 0.48

[clock_tree]
numCtsBuffers = 24
cts_sinks = 246
holdBufCountCts = 0
htree_num_levels = 1
cts_tree = done
cts_setup_buffers = 0
clk_path_buf_depth = 3
path_clk_slew_ns = 0.06
clk_latency_ns = 0.51
root_buffer = clkbuf_16

[status]
outcome = completed

[final_timing]
hold_violations = 0
worst_slack_ns = 0.232
post-route-period-util_pct = 94.1
final.setup.tns_ns = 0
grt_setup_unrepaired = false
setup_viol = 0
fmax_mhz = 273
drv_slew = 0
fin_skew_ns = 0.00723
max_slew.worst_pin.slew_ns = 0.769
slew_headroom_pct = 48.6
min_period_ns = 3.67

[place]
dp_slack_ns = 0.0719
hpwl_um = 9410
place_congestion = 0.882
portBuffers = 87
place_area_um2 = 9470

[route]
drc_errors = 0
vias = 5272
drtIter0Drc = 203
drt_pre_antenna_iters = 4
n_antenna_cell = 0
routed_wl_um = 13900
antenna_left = 0
viasPerCell = 4.71
wl_per_cell_um = 12.4

[run]
warnings = 62
maxCapViolCount = 0

[synthesis]
ys_seq_share_pct = 58.4
syn_area_per_cell_um2 = 10.7
async_flop_share_pct = 0
yosysTopAreaCell = dfxtp_1
synth_flop_count = 246
yosysWarnings = 3
yosysUniqueCellTypes = 57
synth_area_um2 = 8430
netlist.area_leader.share_pct = 58.4
netlist_top_cells_area = dfxtp_1 (58%), and2_1 (13%), ha_1 (3.0%), buf_4 (2.1%), mux2i_1 (2.0%)
edf_count = 0
syn_inst = 785
yosysChipArea_um2 = 8430
ys_cells = 785
ff_type = dfxtp_1

[die]
die-area_um2 = 17400
core_um2 = 16500
fp_util_pct = 51.0
die_w_um = 132
ios = 132
num_rows = 47
die_height_um = 132

[final_layout]
utilization_pct = 62.2
final_area_um2 = 10300
syn_to_final_growth_pct = 21.8
drive_gt1_share_pct = 8.23

[power]
p_leak_uw = 0.00419
vdd_ir_drop_max_uv = 406
power.density_nw_per_um2 = 477

[hold_path]
hold_depth = 1
hp-class = register to register
min_to = sw7.c_state[6]$_DFF_P_
holdCritStartpoint = sw7.c_state[10]$_DFF_P_
[per-layer routing]
layer	global-route usage (%)	vias to the layer above	part of all wire [%]	routed length, µm
met5	0	-	0	0
met2	26.7	112	46	6320
met1	25.9	2407	47	6520
met3	3.22	29	4.8	662
met4	4.07	0	2.6	363
li1	-	2724	-	-
[synth_stat cells, types with 3 or more instances]
| library cell | count |
|---|---|
| a211o_1 | 12 |
| a211oi_1 | 5 |
| a21oi_1 | 7 |
| a22o_1 | 5 |
| and2_1 | 179 |
| and3_1 | 4 |
| buf_4 | 24 |
| clkbuf_1 | 24 |
| dfxtp_1 | 246 |
| ha_1 | 20 |
| inv_1 | 36 |
| mux2_2 | 5 |
| mux2i_1 | 17 |
| nand2_1 | 19 |
| nand3_1 | 10 |
| nand3b_1 | 3 |
| nand4_1 | 3 |
| nor2_1 | 39 |
| nor2b_1 | 22 |
| nor3_1 | 14 |
| nor3b_1 | 5 |
| nor4_1 | 6 |
| o21a_1 | 11 |
| o21ai_0 | 12 |
| o221ai_1 | 3 |
| o22ai_1 | 8 |
[flip-flops by register name, summed over array words and instances, names as in the netlist, 10 cells and up]
name / flops
sw8.c_state: 15
sw0.c_state: 15
sw2.c_state: 15
sw7.c_state: 15
button1.c_state: 15
button2.c_state: 15
sw1.c_state: 15
sw4.c_state: 15
sw5.c_state: 15
SW_StatusR: 10
sw3.c_state: 15
sw6.c_state: 15
LEDG_R: 10
sw9.c_state: 15
[stage by stage]
step                      power, µW  hold slack, ns  instances
final                          4900           0.421       1119
after global routing           5090           0.431       1119
after CTS                      4980           0.422       1119
after detailed placement       2710           0.411       1076
after global placement         2710           0.409       1076
after floorplan                2660           0.405        806
[cell type report]
type | count | area (µm²)
fillers | 1300 | 6250
inverters | 39 | 146
clock inverters | 8 | 118
repair buffers | 103 | 986
clock buffers | 35 | 682
flip-flops and latches | 246 | 4920
well taps | 220 | 275
multi-input cells | 468 | 3140
[worst max path at each step]
stage | start | to | slack [ns] | cells past startpoint
4_1_cts | Addr[5] | DataOut[2] | 0.06 | 7
5_1_grt | Addr[5] | DataOut[2] | 0.009 | 8
6_report | Addr[5] | DataOut[2] | 0.23 | 7
[cells in the final DEF, fill, tap and decap left out, drive strengths merged, types with 4 or more instances in the layout]
master	instances
nor3b	5
o21a	11
nand2	19
a22o	5
dfxtp	246
nand4	4
nor2	39
clkbuf	35
o21ai	12
mux2	7
buf	17
nor3	17
o22ai	8
ha	20
and2	179
nand3	10
a211o	12
clkinv	6
mux2i	17
a21oi	7
conb	22
and3	4
inv	38
nor2b	22
nor4	6
clkdlybuf4s50	86
a211oi	6
[cells by family (layout without fill, tap and decap cells)]
| logic type | Yosys count | count (layout) | synth area share, % |
|---|---|---|---|
| DFF | 246 | 246 | 58.4 |
| other | 1 | 22 | 0.0445 |
| AOI/OAI and AO/OA | 84 | 84 | 7.66 |
| and+or+nand+nor | 314 | 314 | 22.1 |
| xor gates and xnor gates | 4 | 4 | 0.416 |
| buffers and inverters | 92 | 185 | 5.36 |
| muxes | 24 | 24 | 3.04 |
| adders and majority gates | 20 | 20 | 2.97 |
[worst register-to-register path, cell delays in order (launching register included)]
cell	delay (ns)
dfxtp_1	0.32
nor2b_1	0.13
a211oi_1	0.36
inv_1	0.12
ha_1	0.26
nor2b_1	0.14
o21ai_0	0.13
o221ai_1	0.18
[power by group]
part	total, µW	internal [µW]	leakage (µW)	switching [µW]
Sequential	2530	2530	0.00199	2.96
Clock	2250	1350	0.000388	898
Combinational	119	53.4	0.00181	65.6
Total	4900	3940	0.00419	966
[what timing repair did]
item                                   in CTS  in global routing
setup endpoints to repair                   0                  8
gates resized                               0                  1
endpoints found under the hold margin       0                  0
Power is estimated from default activity; no workload was simulated.
